<file path="design.v">
module mac (
        i_nrst,
        i_clk,
        i_a0,
        i_a1,
        i_a2,
        i_a3,
        i_a4,
        i_a5,
        i_a6,
        i_a7, 
        i_b0,
        i_b1,
        i_b2,
        i_b3,
        i_b4,
        i_b5,
        i_b6,
        i_b7,
        o_res
    );
    input                      i_nrst;
    input                      i_clk;
    input  logic signed  [7:0] i_a0, i_a1, i_a2, i_a3, i_a4, i_a5, i_a6, i_a7;  
    input  logic signed  [7:0] i_b0, i_b1, i_b2, i_b3, i_b4, i_b5, i_b6, i_b7;  
    output logic signed [18:0] o_res;                                           
    logic signed [15:0] mul2add_wire_0, mul2add_wire_1, mul2add_wire_2, mul2add_wire_3, mul2add_wire_4, mul2add_wire_5, mul2add_wire_6, mul2add_wire_7;
    logic signed [18:0] o_sum;
    multiplier_array mult_array
        (
            .i_nrst(i_nrst),
            .i_clk(i_clk),
            .i_a0(i_a0),
            .i_a1(i_a1),
            .i_a2(i_a2),
            .i_a3(i_a3),
            .i_a4(i_a4),
            .i_a5(i_a5),
            .i_a6(i_a6),
            .i_a7(i_a7), 
            .i_b0(i_b0),
            .i_b1(i_b1),
            .i_b2(i_b2),
            .i_b3(i_b3),
            .i_b4(i_b4),
            .i_b5(i_b5),
            .i_b6(i_b6),
            .i_b7(i_b7),
            .o_0(mul2add_wire_0),
            .o_1(mul2add_wire_1),
            .o_2(mul2add_wire_2),
            .o_3(mul2add_wire_3),
            .o_4(mul2add_wire_4),
            .o_5(mul2add_wire_5),
            .o_6(mul2add_wire_6),
            .o_7(mul2add_wire_7)
        );
    adder_tree adder_tree
        (
            .i_nrst(i_nrst),
            .i_clk(i_clk),
            .i_0(mul2add_wire_0),
            .i_1(mul2add_wire_1),
            .i_2(mul2add_wire_2),
            .i_3(mul2add_wire_3),
            .i_4(mul2add_wire_4),
            .i_5(mul2add_wire_5),
            .i_6(mul2add_wire_6),
            .i_7(mul2add_wire_7),
            .o_sum(o_sum)
        ); 
    assign o_res = o_sum;
endmodule
module adder_tree (
        i_nrst,
        i_clk,
        i_0,
        i_1,
        i_2,
        i_3,
        i_4,
        i_5,
        i_6,
        i_7,
        o_sum
    );
    input                      i_nrst;
    input                      i_clk;
    input  logic signed [15:0] i_0, i_1, i_2, i_3, i_4, i_5, i_6, i_7;
    output logic signed [18:0] o_sum;
    logic signed [16:0] sum_stage_0_0_wire, sum_stage_0_1_wire, sum_stage_0_2_wire, sum_stage_0_3_wire;  
    logic signed [17:0] sum_stage_1_0_wire, sum_stage_1_1_wire;                                          
    logic signed [17:0] sum_stage_2_0_wire;                                                              
    logic signed [16:0] sum_stage_0_0_reg, sum_stage_0_1_reg, sum_stage_0_2_reg, sum_stage_0_3_reg;  
    logic signed [17:0] sum_stage_2_0_reg;                                                           
    adder #(.BITWIDTH(16)) add_stage_0_0
        (
            .i_a(i_0),
            .i_b(i_1),
            .o_sum(sum_stage_0_0_wire)
        ); 
    adder #(.BITWIDTH(16)) add_stage_0_1
        (
            .i_a(i_2),
            .i_b(i_3),
            .o_sum(sum_stage_0_1_wire)
        ); 
    adder #(.BITWIDTH(16)) add_stage_0_2
        (
            .i_a(i_4),
            .i_b(i_5),
            .o_sum(sum_stage_0_2_wire)
        ); 
    adder #(.BITWIDTH(16)) add_stage_0_3
        (
            .i_a(i_6),
            .i_b(i_7),
            .o_sum(sum_stage_0_3_wire)
        ); 
    adder #(.BITWIDTH(17)) add_stage_1_0
        (
            .i_a(sum_stage_0_0_reg),
            .i_b(sum_stage_0_1_reg),
            .o_sum(sum_stage_1_0_wire)
        ); 
    adder #(.BITWIDTH(17)) add_stage_1_1
        (
            .i_a(sum_stage_0_2_reg),
            .i_b(sum_stage_0_3_reg),
            .o_sum(sum_stage_1_1_wire)
        ); 
    adder #(.BITWIDTH(18)) add_stage_2_0
        (
            .i_a(sum_stage_1_0_wire),
            .i_b(sum_stage_1_1_wire),
            .o_sum(sum_stage_2_0_wire)
        );
    always_ff @( posedge i_clk ) begin
        if ( !i_nrst ) begin
            sum_stage_0_0_reg <= 0;
            sum_stage_0_1_reg <= 0;
            sum_stage_0_2_reg <= 0;
            sum_stage_0_3_reg <= 0;
            sum_stage_2_0_reg <= 0;
        end else begin
            sum_stage_0_0_reg <= sum_stage_0_0_wire;
            sum_stage_0_1_reg <= sum_stage_0_1_wire;
            sum_stage_0_2_reg <= sum_stage_0_2_wire;
            sum_stage_0_3_reg <= sum_stage_0_3_wire;
            sum_stage_2_0_reg <= sum_stage_2_0_wire;
        end
    end
    assign o_sum = sum_stage_2_0_reg;
endmodule
module multiplier_array (
        i_nrst,
        i_clk,
        i_a0,
        i_a1,
        i_a2,
        i_a3,
        i_a4,
        i_a5,
        i_a6,
        i_a7, 
        i_b0,
        i_b1,
        i_b2,
        i_b3,
        i_b4,
        i_b5,
        i_b6,
        i_b7,
        o_0,
        o_1,
        o_2,
        o_3,
        o_4,
        o_5,
        o_6,
        o_7
    );
    input                      i_nrst;
    input                      i_clk;
    input  logic signed  [7:0] i_a0, i_a1, i_a2, i_a3, i_a4, i_a5, i_a6, i_a7;  
    input  logic signed  [7:0] i_b0, i_b1, i_b2, i_b3, i_b4, i_b5, i_b6, i_b7;  
    output logic signed [15:0] o_0, o_1, o_2, o_3, o_4, o_5, o_6, o_7;  
    logic signed [15:0] o_0_wire, o_1_wire, o_2_wire, o_3_wire, o_4_wire, o_5_wire, o_6_wire, o_7_wire;
    logic signed [15:0] o_0_reg, o_1_reg, o_2_reg, o_3_reg, o_4_reg, o_5_reg, o_6_reg, o_7_reg;
    multiplier mult_0
        (
            .i_a(i_a0),
            .i_b(i_b0),
            .o_p(o_0_wire)
        );
    multiplier mult_1
        (
            .i_a(i_a1),
            .i_b(i_b1),
            .o_p(o_1_wire)
        );
    multiplier mult_2
        (
            .i_a(i_a2),
            .i_b(i_b2),
            .o_p(o_2_wire)
        );
    multiplier mult_3
        (
            .i_a(i_a3),
            .i_b(i_b3),
            .o_p(o_3_wire)
        );
    multiplier mult_4
        (
            .i_a(i_a4),
            .i_b(i_b4),
            .o_p(o_4_wire)
        );
    multiplier mult_5
        (
            .i_a(i_a5),
            .i_b(i_b5),
            .o_p(o_5_wire)
        );
    multiplier mult_6
        (
            .i_a(i_a6),
            .i_b(i_b6),
            .o_p(o_6_wire)
        );
    multiplier mult_7
        (
            .i_a(i_a7),
            .i_b(i_b7),
            .o_p(o_7_wire)
        );
    always_ff @( posedge i_clk ) begin
        if ( !i_nrst ) begin
            o_0_reg <= 0;
            o_1_reg <= 0; 
            o_2_reg <= 0; 
            o_3_reg <= 0; 
            o_4_reg <= 0; 
            o_5_reg <= 0; 
            o_6_reg <= 0; 
            o_7_reg <= 0; 
        end else begin
            o_0_reg <= o_0_wire;
            o_1_reg <= o_1_wire; 
            o_2_reg <= o_2_wire; 
            o_3_reg <= o_3_wire; 
            o_4_reg <= o_4_wire; 
            o_5_reg <= o_5_wire; 
            o_6_reg <= o_6_wire; 
            o_7_reg <= o_7_wire; 
        end
    end
    assign o_0 = o_0_reg;
    assign o_1 = o_1_reg;
    assign o_2 = o_2_reg;
    assign o_3 = o_3_reg;
    assign o_4 = o_4_reg;
    assign o_5 = o_5_reg;
    assign o_6 = o_6_reg;
    assign o_7 = o_7_reg;
endmodule
module multiplier (
        i_a,
        i_b,
        o_p
    );
    input  logic signed  [7:0] i_a;
    input  logic signed  [7:0] i_b;
    output logic signed [15:0] o_p;
    assign o_p = $signed(i_a) * $signed(i_b);
endmodule
module adder #(parameter BITWIDTH = 8) (
        i_a,
        i_b,
        o_sum 
    );
    input  logic signed [BITWIDTH-1:0] i_a;
    input  logic signed [BITWIDTH-1:0] i_b;
    output logic signed   [BITWIDTH:0] o_sum;
    assign o_sum = $signed(i_a) + $signed(i_b);
endmodule
</file>
<file path="run.sh">
#!/bin/bash
# OpenROAD 26Q1-2900-gdf79404cd8, Yosys 0.63+post, stock flow scripts
make -C /OpenROAD-flow-scripts/flow DESIGN_CONFIG=/design/flow/config.mk WORK_HOME=/design/flow/orfs finish
</file>
<file path="config.mk">
export PLATFORM = sky130hd
export DESIGN_NAME = mac
export DESIGN_NICKNAME = mac
export VERILOG_FILES = /design/flow/design.v
export SDC_FILE = /design/flow/constraint.sdc
export NUM_CORES = 4
export LEC_CHECK = 1
export CORE_UTILIZATION = 30
</file>
<file path="constraint.sdc">
current_design mac

set clk_period 5.8
set clk_io_pct 0.2

create_clock -name clk0 -period $clk_period [get_ports {i_clk}]

set non_clock_inputs [all_inputs -no_clocks]
set_input_delay [expr $clk_period * $clk_io_pct] -clock clk0 $non_clock_inputs
set_output_delay [expr $clk_period * $clk_io_pct] -clock clk0 [all_outputs]
</file>
==> out/highlights.md <==
## Clock tree
* clock tree sinks: 214
* clock tree from TritonCTS: yes
* level count of the clock H-tree: 1
* number of buffers inserted during clock tree synthesis: 27
* number of cells upsized or downsized after cts: 0
* number of hold buffers added after cts: 0
* number of buffers on the longest clock path: 3
* clock latency on the worst-skew pair: 0.57 ns
* clock transition time at the flip-flop clock pins of the worst setup and hold paths: 0.06 ns
* root buf cell: sky130_fd_sc_hd__clkbuf_16
* post-CTS repair timing setup buffer count: 0

## Power and ir drop
* switching power share of the total: 0.4540
* P per Cell Area: 431.3 nW/um^2
* part of the power in the clock network: 0.119
* net switching power: 0.006528 W
* Lkg Pwr: 16.17 nW
* Seq pwr share: 0.167
* combinational share of power: 0.713
* cell-internal power: 0.007852 W
* Pwr Total: 0.01438 W
* peak supply drop: 0.0002314 V

## Floorplanning
* number of core rows: 114
* chip footprint: 98690 um^2
* fraction of the core area occupied by cells at floorplan: 0.3027
* Die Span X: 314.1 um
* Std-Cell Core Area: 96570 um^2
* chip height: 314.1 um
* Top Ports: 149

## Place
* placed standard-cell area: 32420 um^2
* final RePlAce weighted congestion: 0.8637
* total instance count after detailed placement: 4581
* HPWL after DPL: 51480 um
* number of I/O port buffers: 148

## Timing
* crit share post-route: 0.8840
* skew final: 0.01701 ns
* hold violation count in the final report: 0
* worst-margin pin slew: 0.5901 ns
* Post-Route Hold Slack: 0.5644 ns
* setup repair after global routing missed its margin: no
* number of max-slew violations in the final report: 0
* total setup violations reported at the end of the flow: 0
* post-route minimum period: 5.127 ns
* maximum frequency from static timing analysis: 195.0 MHz
* Slew HR: 0.6058
* aggregate negative setup slack: 0 ns

## Worst setup path
* data required time of the critical path: 6.23 ns
* Critical Path Start Type: input port
* CP Capture Type: flip-flop
* worst setup path startpoint: i_b7[2]
* arrival time worst endpoint: 5.56 ns
* critical path class: input port to flip-flop
* start of the worst register-to-register path: adder_tree.sum_stage_0_1_reg[1]
* largest fanout on the critical path: 8

## Synth
* count of cell types in the netlist: 67
* largest cells by area after synthesis: sky130_fd_sc_hd__fa_1 (33%), sky130_fd_sc_hd__dfxtp_1 (15%), sky130_fd_sc_hd__ha_1 (13%)
* number of synthesized register bits: 214
* commonest register cell after synthesis: sky130_fd_sc_hd__dfxtp_1
* largest area contributor in the netlist: sky130_fd_sc_hd__fa_1
* Max-area cell share: 0.3274
* Yosys warning total: 3
* part of the Yosys area used for sequential elements: 0.1466
* Synth Instances: 3155
* synthesized chip area reported by yosys: 29230 um^2
* flip-flops with a built-in enable: 0
* Syn Std Cell Area: 29230 um^2
* post-synthesis area per instance: 9.265 um^2
* Async S/R FF share, synth: 0
* cell count in the Yosys report: 3155

## Global routing
* largest net degree at the start of global routing: 55
* Overflow after GRT: 0
* wire length of the first global-routing pass: 105600 um
* via count of the first global-routing pass: 21170
* combined global-route utilization of all metal layers: 0.1367
* antenna violations before repair: 0

## Worst hold path
* worst hold-check path type: flip-flop to flip-flop
* startpoint of the lowest-slack hold path: adder_tree.sum_stage_0_0_reg[0]

## Finish
* number of cells in the finished layout apart from fillers: 4630
* Top cell excl fill/tap: sky130_fd_sc_hd__inv_1
* P&R area growth vs syn: 14.05%
* cell area after layout: 33340 um^2
* most frequent cells in the layout: sky130_fd_sc_hd__inv_1 (657), sky130_fd_sc_hd__fa_1 (478), sky130_fd_sc_hd__and2_1 (373)
* share of final-layout standard cells stronger than drive strength 1: 0.03101
* max reg flops: 18

## Job
* number of OpenROAD warnings: 25
* number of violations of the max-capacitance limit: 0

## Detailed routing
* count of nets left with antenna violations after detail routing: 0
* DRC violation count after routing: 0
* post-DR vias/cell: 4.381
* total number of vias: 20290
* drt pass-1 iters: 7
* Detailed Route Iter0 Violations: 617
* detailed-route wire length per cell: 13.16 um
* total wire length: 60950 um
* Antenna diodes: 0

## Outcome
* result of the run: completed

## final cells by class
cell class / count / area (um^2)
Timing Repair Buffer: 177 / 1697
Clock inverter: 17 / 191.4
Clock buffer: 32 / 724.4
Inverter: 659 / 2476
Fill cell: 9802 / 63230
Tap cell: 1276 / 1597
Sequential cell: 214 / 4284
Multi-Input combinational cell: 2255 / 22370
## per-stage QoR
stage | util | worst slack (ns)
5_1_grt | 0.3452 | 0.3202
2_1_floorplan | - | 0.9646
4_1_cts | 0.3452 | 0.6717
3_5_place_dp | 0.3357 | 0.07173
3_3_place_gp | 0.3357 | 0.07034
6_report | 0.3452 | 0.6729
## cells in the mapped netlist (7+ instances only)
library cell	number
sky130_fd_sc_hd__o21ai_1	27
sky130_fd_sc_hd__clkbuf_1	25
sky130_fd_sc_hd__or3_1	10
sky130_fd_sc_hd__a211o_1	8
sky130_fd_sc_hd__nor2_1	155
sky130_fd_sc_hd__a21o_1	53
sky130_fd_sc_hd__ha_1	313
sky130_fd_sc_hd__a31oi_1	10
sky130_fd_sc_hd__dfxtp_1	214
sky130_fd_sc_hd__nand2_1	170
sky130_fd_sc_hd__o41ai_1	8
sky130_fd_sc_hd__nor3b_1	10
sky130_fd_sc_hd__xnor2_1	105
sky130_fd_sc_hd__o21bai_1	8
sky130_fd_sc_hd__a21oi_1	87
sky130_fd_sc_hd__nand2b_1	53
sky130_fd_sc_hd__a21boi_1	11
sky130_fd_sc_hd__a2bb2oi_1	8
sky130_fd_sc_hd__and3_1	11
sky130_fd_sc_hd__xor2_1	51
sky130_fd_sc_hd__o211ai_1	9
sky130_fd_sc_hd__inv_1	657
sky130_fd_sc_hd__o21a_1	26
sky130_fd_sc_hd__fa_1	478
sky130_fd_sc_hd__nand4_1	7
sky130_fd_sc_hd__o21ai_0	48
sky130_fd_sc_hd__nor3_1	46
sky130_fd_sc_hd__nand3_1	11
sky130_fd_sc_hd__nor2b_1	69
sky130_fd_sc_hd__a211oi_1	22
sky130_fd_sc_hd__and2_1	373
## layer usage
metal,up-vias,part of all wire,global-route usage
li1,10160,-,-
met1,9859,0.47,0.2017
met2,219,0.48,0.2245
met3,51,0.030,0.01938
met4,0,0.016,0.01851
met5,-,0,0
## logic make-up after synthesis
kind of cell,Yosys count,synth area share
xor gates and xnor gates,156,0.04674
AOI/OAI and AO/OA,358,0.08082
adders and majority gates,791,0.4613
DFF,214,0.1466
and+or+nand+nor,938,0.1719
buffers and inverters,686,0.08822
muxes,12,0.004366
## worst max-delay path: stages
cell and delay [ns]:
sky130_fd_sc_hd__clkdlybuf4s50_1 0.67, sky130_fd_sc_hd__nand2_1 0.20, sky130_fd_sc_hd__fa_1 0.53, sky130_fd_sc_hd__inv_1 0.06, sky130_fd_sc_hd__fa_1 0.49, sky130_fd_sc_hd__fa_1 0.49
sky130_fd_sc_hd__inv_1 0.05, sky130_fd_sc_hd__fa_1 0.47, sky130_fd_sc_hd__inv_1 0.04, sky130_fd_sc_hd__ha_1 0.34, sky130_fd_sc_hd__or3_1 0.35, sky130_fd_sc_hd__o21ai_0 0.09
sky130_fd_sc_hd__a21oi_1 0.09, sky130_fd_sc_hd__o41ai_1 0.31, sky130_fd_sc_hd__xor2_1 0.18, sky130_fd_sc_hd__nor2_1 0.05
## power by group through the flow
stage | registers, W | clock network, W | logic (W)
4_1_cts | 0.00244 | 0.00177 | 0.0104
5_1_grt | 0.00246 | 0.00184 | 0.0120
6_report | 0.00241 | 0.00172 | 0.0103
## path summary, 6_finish.rpt
path	depth (start not counted)	slack, ns	to
worst max-delay path	16	0.67	mult_array.o_7_reg[14]
worst min-delay path	2	0.56	adder_tree.sum_stage_2_0_reg[0]
worst max register to register	12	2.45	adder_tree.sum_stage_2_0_reg[17]
worst min register to register	2	0.56	adder_tree.sum_stage_2_0_reg[0]
No activity file was given, so power comes from the tool's default toggle rates.
